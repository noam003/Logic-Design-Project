`constraint.sdc`:
```
current_design clock_divider_hz

set clk_period 6.3
set clk_io_pct 0.2

create_clock -name clk0 -period $clk_period [get_ports {clk_i}]

set non_clock_inputs [all_inputs -no_clocks]
set_input_delay [expr $clk_period * $clk_io_pct] -clock clk0 $non_clock_inputs
set_output_delay [expr $clk_period * $clk_io_pct] -clock clk0 [all_outputs]
```
`run.sh`:
```
#!/bin/bash
# OpenROAD 26Q1-2900-gdf79404cd8, Yosys 0.63+post, stock flow scripts
make -C /OpenROAD-flow-scripts/flow DESIGN_CONFIG=/design/flow/config.mk WORK_HOME=/design/flow/orfs finish
```
`config.mk`:
```
export PLATFORM = sky130hd
export DESIGN_NAME = clock_divider_hz
export DESIGN_NICKNAME = clock_divider_hz
export VERILOG_FILES = /design/flow/design.v
export SDC_FILE = /design/flow/constraint.sdc
export NUM_CORES = 4
export LEC_CHECK = 1
export CORE_UTILIZATION = 30
```
`design.v`:
```
`timescale 1ns / 1ps
module clock_divider_hz(clk_i, clk_o, resetn);
    input clk_i, resetn;
    output reg clk_o = 0;
    reg [31:0] count;
    always @ (posedge clk_i) begin
       if (count == 50000000-1) begin
            count <= 0;
            clk_o <= ~clk_o;
        end else begin
            count <= count + 1'b1;
            clk_o <= clk_o;
        end
    end
endmodule
```
==> flow_summary.yaml <==
# generated from flow reports
sta:
  skew_ns: 0.00990
  finalHoldViolCount: 0
  setup_viol: 0
  timing.final.crit_share_pct: 37.2
  final-max-slew-violation-count: 0
  layout_min_cycle_time_ns: 2.34
  tightest_slew_ns: 0.612
  fin_ws_ns: 3.96
  grt_setup_unrepaired: "no"
  tns_ns: 0
  fmax_mhz: 427
  max-slew-margin-rel_pct: 59.0
grt:
  grt-busiest-layer: "met1"
  grt_pass1_vias: 1183
  grt_overflow: 0
  antenna_found_initial: 0
  grt_usage_pct: 13.5
  grt_pass1_wl_um: 5720
  grt_max_degree: 12
  grtUsageMet1_pct: 21.9
  use_met3_pct: 2.17
  grt_use_met2_pct: 19.7
die:
  placementRows: 26
  die_w_um: 75.2
  coreArea_um2: 5140
  die_y_um: 75.2
  ioPinCount: 3
  die_area_um2: 5650
  core_util_floorplan_pct: 31.2
detailed_routing:
  antenna_left: 0
  drt_wl_total_um: 3220
  drt_pass1_iterations: 4
  antenna_cells: 0
  drt_iter0_markers: 88
  drc: 0
  vias: 1267
  wire_per_inst_um: 13.1
  viasPerCell: 5.15
synthesis:
  ys.flops: 33
  syn_area_per_cell_um2: 9.33
  async_reset_ff_share_pct: 0
  synthCells: 172
  edf_count: 1
  yosysCellCount: 172
  yosysUniqueCellTypes: 36
  top_area_share_pct: 39.9
  yosysMostFrequentCell: "dfxtp_1"
  yosysTopAreaCell: "dfxtp_1"
  synth_seq_share_pct: 41.8
  synth.area.top_cells: "dfxtp_1 (40%), xnor2_1 (9.3%), nand4_1 (4.7%)"
  synthTopCellsByCount: "dfxtp_1 (32), xnor2_1 (17), nand4_1 (12)"
  ys_warn_count: 1
  synth_area_um2: 1610
  ys_area_um2: 1610
  ys.flop_type: "dfxtp_1"
cells_and_area:
  post_route_cells_drive_above_1_share_pct: 9.09
  utilization_pct: 34.7
  design_area_um2: 1790
  area_delta_synth_final_pct: 11.2
power:
  seq_power_share_pct: 52.0
  p_leak_nw: 0.609
  p_comb_share_pct: 0
  vdd_drop_max_v: 0.000131
  p_switching_w: 0.0000763
  clock_power_share_pct: 48.0
  swShare_pct: 18.9
  p_int_w: 0.000327
  powerDensity_nw_per_um2: 226
critical_path:
  path_max_fanout: 2
  worst_setup_path_start_kind: "register"
  worstPathArrival_ns: 1.08
  end_kind: "primary output"
  slowest_stage: "clkdlybuf4s50_1"
  path_buffers: 1
  criticalPathCategory: "reg2out"
  crit_start: "clk_o"
  path_delay_family: "buffers and inverters"
  critPathMaxStageDelay_ns: 0.45
  crit_chain: "clkdlybuf4s50_1"
  cp.required_ns: 5.04
  r2r-start: "count[0]"
flow_run:
  openroad.warnings: 26
  cap_violations: 0
clock_tree:
  clkLatencyLatePin_ns: 0.29
  cts_sinks: 33
  cts.repair.resized: 0
  cts_tree: "built"
  clk_pin_slew_ns: 0.07
  cts-root-buf: "clkbuf_8"
  ctsLongestPathBuffers: 2
  cts_buffers: 5
  hold_buffers: 0
  cts_max_level: 2
  cts_setup_buffers: 0
placement:
  postPlaceCellArea_um2: 1680
  detailedPlace.worstSlack_ns: 4.26
  io_buffers: 1
  routabilityCongestion: 0.851
  dp_hpwl_um: 2240
worst_hold_path:
  min_from: "count[0]"
  hp-class: "reg2reg"
outcome:
  status: "finished, final reports clean"
state kept, by name, summed over array words and instances, names as in the netlist:
name	cells
count	32
clk_o	1
cell families (layout without fill, tap and decap cells):
kind of cell | count (synthesis) | after routing | synth area share (%)
xor+xnor | 22 | 22 | 12.0
fa+ha+maj | 1 | 1 | 0.779
simple gates | 92 | 92 | 36.9
flops | 33 | 33 | 41.8
mux | 1 | 1 | 0.624
buf+inv | 8 | 12 | 2.49
compound gates | 15 | 15 | 5.38
layout make-up:
| type | count | area [um^2] |
|---|---|---|
| clock buffer | 6 | 72.6 |
| inverter | 2 | 7.51 |
| fill | 550 | 3350 |
| timing repair buffer | 2 | 17.5 |
| sequential | 33 | 671 |
| clock inverter | 2 | 35.0 |
| tap | 70 | 87.6 |
| multi-input combinational | 131 | 895 |
path summary, 6_finish.rpt:
check	to	slack (ns)	cells after the start
worst min-delay path	count[0]	0.47	1
worst max register to register	clk_o	4.34	5
worst max-delay path	clk_o	3.96	1
worst min register to register	count[0]	0.47	1
power by group through the flow:
stage	Combinational (W)	Clock (W)	Sequential, W
final	0.000000000285	0.000194	0.000209
after global routing	0.000000000285	0.000211	0.000209
after CTS	0.000000000285	0.000199	0.000209
metrics by stage:
step | hold WS (ns) | std cells | total power (W)
finish | 0.468 | 246 | 0.000403
detailed placement | 0.455 | 238 | 0.000214
global placement | 0.445 | 238 | 0.000214
floorplan | 0.430 | 172 | 0.000214
global route | 0.498 | 246 | 0.000421
CTS | 0.472 | 246 | 0.000408
routing by layer:
metal,vias up,wire [um]
li1,651,-
met5,-,0
met2,13,1380
met4,0,68
met1,596,1690
met3,7,83
cells in the final DEF (no fill, tap or decap), types with 6 or more instances in the layout:
cell type,netlist,routed
and4_1,6,6
nand2_1,10,10
nor2_1,10,10
nor3_1,7,7
a21oi_1,6,6
dfxtp_1,32,32
nand3_1,10,10
xnor2_1,17,17
and3_1,7,7
nand4_1,12,12
Power figures rest on the tool's default switching activity, not on a simulated workload.
